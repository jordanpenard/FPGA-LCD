[design/flow/constraint.sdc]
current_design sdram_controller

set clk_period 8.3
set clk_io_pct 0.2

create_clock -name clk0 -period $clk_period [get_ports {clk}]

set non_clock_inputs [all_inputs -no_clocks]
set_input_delay [expr $clk_period * $clk_io_pct] -clock clk0 $non_clock_inputs
set_output_delay [expr $clk_period * $clk_io_pct] -clock clk0 [all_outputs]
[design/flow/run.sh]
#!/bin/bash
# OpenROAD 26Q1-2900-gdf79404cd8, Yosys 0.63+post, stock flow scripts
make -C /OpenROAD-flow-scripts/flow DESIGN_CONFIG=/design/flow/config.mk WORK_HOME=/design/flow/orfs finish
[design/flow/design.v]
`timescale 1ns / 1ps
module sdram_controller (
    wr_addr,
    wr_data,
    wr_enable,
    rd_addr,
    rd_data,
    rd_ready,
    rd_enable,
    busy, rst_n, clk,
    addr, bank_addr, data, clock_enable, cs_n, ras_n, cas_n, we_n,
    data_mask_low, data_mask_high
);
parameter ROW_WIDTH = 12;
parameter COL_WIDTH = 9;
parameter CLK_FREQUENCY = 96;    
parameter REFRESH_TIME =  64;    
parameter REFRESH_COUNT = 1;     
parameter ROW_CYCLE_TIME = 80;   
parameter POWERUP_TIME = 200;    
parameter CAS_LATENCY = 3;       
parameter BURST_LENGTH = 4;      
localparam BANK_WIDTH = 2;
localparam CAS_LATENCY_INT = (CAS_LATENCY == 2) ? 3'b010 : 3'b011;
localparam HADDR_WIDTH = BANK_WIDTH + ROW_WIDTH + COL_WIDTH;
localparam HDATA_WIDTH = 16*BURST_LENGTH;
localparam SDRADDR_WIDTH = ROW_WIDTH > COL_WIDTH ? ROW_WIDTH : COL_WIDTH;
localparam CYCLES_BETWEEN_REFRESH = ( CLK_FREQUENCY
                                      * 1_000
                                      * REFRESH_TIME
                                    ) / REFRESH_COUNT;
localparam BURST_COUNTING = 1'b0;
localparam AUTO_PRECHARGE = 1'b1;
localparam IDLE      = 5'b00000;
localparam INIT_NOP1 = 5'b01000,
           INIT_PRE1 = 5'b01001,
           INIT_NOP1_1=5'b00101,
           INIT_REF1 = 5'b01010,
           INIT_NOP2 = 5'b01011,
           INIT_REF2 = 5'b01100,
           INIT_NOP3 = 5'b01101,
           INIT_LOAD = 5'b01110,
           INIT_NOP4 = 5'b01111;
localparam REF_PRE  =  5'b00001,
           REF_NOP1 =  5'b00010,
           REF_REF  =  5'b00011,
           REF_NOP2 =  5'b00100;
localparam READ_ACT  = 5'b10000,
           READ_NOP1 = 5'b10001,
           READ_CAS  = 5'b10010,
           READ_NOP2 = 5'b10011,
           READ_READ = 5'b10100;
localparam WRIT_ACT  = 5'b11000,
           WRIT_NOP1 = 5'b11001,
           WRIT_CAS  = 5'b11010,
           WRIT_BURST= 5'b11011,
           WRIT_NOP2 = 5'b00110;
localparam CMD_PALL = 8'b10010001,
           CMD_REF  = 8'b10001000,
           CMD_NOP  = 8'b10111000,
           CMD_MRS  = 8'b1000000x,
           CMD_BACT = 8'b10011xxx,
           CMD_READ = 8'b10101xx1,
           CMD_WRIT = 8'b10100xx1;
input  [HADDR_WIDTH-1:0]   wr_addr;
input  [HDATA_WIDTH-1:0]   wr_data;
input                      wr_enable;
input  [HADDR_WIDTH-1:0]   rd_addr;
output [HDATA_WIDTH-1:0]   rd_data;
input                      rd_enable;
output                     rd_ready;
output                     busy;
input                      rst_n;
input                      clk;
output [SDRADDR_WIDTH-1:0] addr;
output [BANK_WIDTH-1:0]    bank_addr;
inout  [15:0]              data;
output                     clock_enable;
output                     cs_n;
output                     ras_n;
output                     cas_n;
output                     we_n;
output                     data_mask_low;
output                     data_mask_high;
reg  [HADDR_WIDTH-1:0]   haddr_r;
reg  [HDATA_WIDTH-1:0]              wr_data_r;
reg  [HDATA_WIDTH-1:0]              rd_data_r;
reg                      busy;
reg                      data_mask_low_r;
reg                      data_mask_high_r;
reg [SDRADDR_WIDTH-1:0]  addr_r;
reg [BANK_WIDTH-1:0]     bank_addr_r;
reg                      rd_ready_r;
wire                     data_mask_low, data_mask_high;
assign data_mask_high = data_mask_high_r;
assign data_mask_low  = data_mask_low_r;
assign rd_data        = rd_data_r;
reg [15:0] state_cnt;
reg [23:0] refresh_cnt;
reg [7:0] command;
reg [4:0] state;
reg [7:0] command_nxt;
reg [15:0] state_cnt_nxt;
reg [4:0] next;
assign {clock_enable, cs_n, ras_n, cas_n, we_n} = command[7:3];
assign bank_addr      = (state[4]) ? bank_addr_r : command[2:1];
assign addr           = (state[4] | state == INIT_LOAD) ? addr_r : { {SDRADDR_WIDTH-11{1'b0}}, command[0], 10'd0 };
assign data = (state == WRIT_CAS || state == WRIT_BURST) ? wr_data_r[15:0] : 16'bz;
assign rd_ready = rd_ready_r;
always @ (posedge clk, negedge rst_n)
  if (~rst_n)
    begin
    state <= INIT_NOP1;
    command <= CMD_NOP;
    state_cnt <= (POWERUP_TIME * CLK_FREQUENCY);
    haddr_r <= {HADDR_WIDTH{1'b0}};
    wr_data_r <= {HDATA_WIDTH{1'b0}};
    rd_data_r <= {HDATA_WIDTH{1'b0}};
    busy <= 1'b0;
    end
  else
    begin
    state <= next;
    command <= command_nxt;
    if (!state_cnt)
      state_cnt <= state_cnt_nxt;
    else
      state_cnt <= state_cnt - 1'b1;
    if (state == WRIT_CAS || state == WRIT_BURST)
      wr_data_r <= (wr_data_r >> 16);
    if (state == WRIT_ACT)
      wr_data_r <= wr_data;
    if (state == READ_ACT)
      rd_data_r <= {HDATA_WIDTH{1'b0}};
    if (state == READ_READ)
      begin
      rd_data_r <= {data,rd_data_r} >> 16;
      if (!state_cnt)
        rd_ready_r <= 1'b1;
      end
    else begin
      rd_ready_r <= 1'b0;
    end
    busy <= state[4];
    if (rd_enable)
      haddr_r <= rd_addr;
    else if (wr_enable)
      haddr_r <= wr_addr;
    end
always @ (posedge clk, negedge rst_n)
 if (~rst_n)
   refresh_cnt <= 10'b0;
 else
   if (state == REF_NOP2)
     refresh_cnt <= 10'b0;
   else
     refresh_cnt <= refresh_cnt + 1'b1;
always @*
begin
    if (state == WRIT_CAS || state == WRIT_BURST || state == READ_CAS || state == READ_NOP2 || state == READ_READ)
      {data_mask_low_r, data_mask_high_r} = 2'b00;
    else
      {data_mask_low_r, data_mask_high_r} = 2'b11;
   bank_addr_r = 2'b00;
   addr_r = {SDRADDR_WIDTH{1'b0}};
   if (state == READ_ACT || state == WRIT_ACT)
     begin
     bank_addr_r = haddr_r[HADDR_WIDTH-1:HADDR_WIDTH-(BANK_WIDTH)];
     addr_r = haddr_r[HADDR_WIDTH-(BANK_WIDTH+1):HADDR_WIDTH-(BANK_WIDTH+ROW_WIDTH)];
     end
   else if (state == READ_CAS || state == WRIT_CAS)
     begin
     bank_addr_r = haddr_r[HADDR_WIDTH-1:HADDR_WIDTH-(BANK_WIDTH)];
     addr_r = {
               {SDRADDR_WIDTH-(11){1'b0}},
               AUTO_PRECHARGE,             
               {10-COL_WIDTH{1'b0}},
               haddr_r[COL_WIDTH-1:0]
              };
     end
   else if (state == INIT_LOAD)
     begin
     addr_r = {{SDRADDR_WIDTH-10{1'b0}}, 3'b000,
        CAS_LATENCY_INT,
        BURST_COUNTING,
        (BURST_LENGTH==1)?3'b000:
        ((BURST_LENGTH==2)?3'b001:
        ((BURST_LENGTH==4)?3'b010:
        ((BURST_LENGTH==8)?3'b011:3'b000)))};
     end
end
always @*
begin
   state_cnt_nxt = 4'd0;
   command_nxt = CMD_NOP;
   if (state == IDLE)
        if (refresh_cnt >= CYCLES_BETWEEN_REFRESH)
          begin
          next = REF_PRE;
          command_nxt = CMD_PALL;
          end
        else if (rd_enable)
          begin
          next = READ_ACT;
          command_nxt = CMD_BACT;
          end
        else if (wr_enable)
          begin
          next = WRIT_ACT;
          command_nxt = CMD_BACT;
          end
        else
          begin
          next = IDLE;
          end
    else
      if (!state_cnt)
        case (state)
          INIT_NOP1:
            begin
            next = INIT_PRE1;
            command_nxt = CMD_PALL;
            end
          INIT_PRE1:
            begin
            next = INIT_NOP1_1;
            end
          INIT_NOP1_1:
            begin
            next = INIT_REF1;
            command_nxt = CMD_REF;
            end
          INIT_REF1:
            begin
            next = INIT_NOP2;
            state_cnt_nxt = ((ROW_CYCLE_TIME * CLK_FREQUENCY) / 1_000) - 1;
            end
          INIT_NOP2:
            begin
            next = INIT_REF2;
            command_nxt = CMD_REF;
            end
          INIT_REF2:
            begin
            next = INIT_NOP3;
            state_cnt_nxt = ((ROW_CYCLE_TIME * CLK_FREQUENCY) / 1_000) - 1;
            end
          INIT_NOP3:
            begin
            next = INIT_LOAD;
            command_nxt = CMD_MRS;
            end
          INIT_LOAD:
            begin
            next = INIT_NOP4;
            state_cnt_nxt = 4'd1;
            end
          REF_PRE:
            begin
            next = REF_NOP1;
            end
          REF_NOP1:
            begin
            next = REF_REF;
            command_nxt = CMD_REF;
            end
          REF_REF:
            begin
            next = REF_NOP2;
            state_cnt_nxt = ((ROW_CYCLE_TIME * CLK_FREQUENCY) / 1_000) - 1;
            end
          WRIT_ACT:
            begin
            next = WRIT_NOP1;
            state_cnt_nxt = 4'd1;
            end
          WRIT_NOP1:
            begin
            next = WRIT_CAS;
            command_nxt = CMD_WRIT;
            end
          WRIT_CAS:
            begin
                if (BURST_LENGTH > 1) begin
                    next = WRIT_BURST;
                    state_cnt_nxt = BURST_LENGTH-2;
                end
                else begin
                    next = WRIT_NOP2;
                    state_cnt_nxt = 1;
                end
            end
          WRIT_BURST:
            begin
            next = WRIT_NOP2;
            state_cnt_nxt = 1;  
            end
          READ_ACT:
            begin
            next = READ_NOP1;
            state_cnt_nxt = 4'd1;
            end
          READ_NOP1:
            begin
            next = READ_CAS;
            command_nxt = CMD_READ;
            end
          READ_CAS:
            begin
            next = READ_NOP2;
            state_cnt_nxt = CAS_LATENCY_INT - 2;
            end
          READ_NOP2:
            begin
            next = READ_READ;
            state_cnt_nxt = BURST_LENGTH-1;
            end
          default:
            begin
            next = IDLE;
            end
          endcase
      else
        begin
        next = state;
        command_nxt = command;
        end
end
endmodule
[design/flow/config.mk]
export PLATFORM = sky130hd
export DESIGN_NAME = sdram_controller
export DESIGN_NICKNAME = sdram_controller
export VERILOG_FILES = /design/flow/design.v
export SDC_FILE = /design/flow/constraint.sdc
export NUM_CORES = 4
export LEC_CHECK = 1
export CORE_UTILIZATION = 50
==> flow_summary.yaml <==
# implementation run metrics
clocking:
  cts_max_level: 1
  cts_resized: 0
  cts.path.max_buffers: 3
  cts-root-buf: "clkbuf_16"
  postCtsSetupBuffers: 0
  holdBufCountCts: 0
  numCtsBuffers: 22
  cts.sinks: 202
outcome:
  status: "aborted with a tool error"
  stop_stage: "clock tree synthesis (4_1_cts)"
  firstError: "[error] [KeplerFormal.cpp:679] Workflow failed: Iso has multiple drivers: .data0, data[0]$_DFFE_PN0P_.Q0"
place:
  io_buffers: 198
  gp_congestion: 0.834
  pre_cts_ws_ps: 4130
  dp_hpwl_um: 15400
logic_synthesis:
  synth_area_mm2: 0.00942
  yosysCellCount: 994
  yosys-stat-area_mm2: 0.00942
  synthCells: 994
  ys_seq_elements: 202
  edf_count: 1
  avgSynthCellArea_um2: 9.47
  synth_seq_share_pct: 53.8
  synth-async-reset-ratio_pct: 99.5
  yosysUniqueCellTypes: 65
  yosysWarnings: 2
  ff_type: "dfrtp_1"
die:
  initCoreUtil_pct: 51.7
  die-height_um: 139
  row_count: 49
  ios: 217
  die_width_um: 139
Yosys cell counts (2+ instances only):
cell type    n  area [µm²]
and2_1       5        31.3
xor2_1      12         105
nand2_1    250         938
buf_4        3        22.5
ha_1         4        50.1
a21oi_1     24         120
a22o_1       7        61.3
a2bb2oi_1    2        17.5
o21a_1       3        22.5
nor2b_1      7        43.8
o32a_1       2        20.0
and3_1       7        43.8
nor4_1       2        12.5
nand4_1      7        43.8
o21ai_0    169         846
a22oi_1      2        15.0
or3_1        5        31.3
nor2_1      31         116
nand3b_1     3        22.5
clkbuf_1    45         169
and4_1       3        26.3
mux2i_1     72         721
nor4_2       2        25.0
conb_1       2        7.51
nand4b_1     2        17.5
a31oi_1      3        18.8
o22ai_1      2        12.5
inv_1        9        33.8
xnor2_1      9        78.8
dfrtp_1    193        4830
nand2b_1     4        25.0
buf_1        5        18.8
o31a_1       3        26.3
buf_2       23         115
nor4b_1      5        43.8
or4_1        8        60.1
nand3_1     15        75.1
o31ai_1      7        52.6
o211ai_1     3        22.5
nor3_1       2        10.0
dfstp_2      8         210
cells by family after synthesis:
logic type,count (synthesis),synth area share (%)
buf+inv,85,3.81
flops,202,53.8
other cells,2,0.0797
compound gates,238,14.1
simple gates,370,18.0
xor+xnor,21,1.95
fa+ha+maj,4,0.531
mux,72,7.65
metrics by stage:
stage / instances / power (µW) / hold WS, ps / utilization (%) / cell area (µm²)
2_1_floorplan: 994 / 2080 / 349 / - / 9420
3_3_place_gp: 1357 / 2430 / 463 / 63.1 / 11500
3_5_place_dp: 1357 / 2450 / 470 / 63.1 / 11500
Power figures rest on the tool's default switching activity, not on a simulated workload.
